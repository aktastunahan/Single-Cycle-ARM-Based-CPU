**flow/config.mk**
```make
export PLATFORM = sky130hd
export DESIGN_NAME = instruction_memory
export DESIGN_NICKNAME = instruction_memory
export VERILOG_FILES = /design/flow/design.v
export SDC_FILE = /design/flow/constraint.sdc
export NUM_CORES = 4
export LEC_CHECK = 1
export CORE_AREA = 10 10 70 70
export DIE_AREA = 0 0 80 80
export SYNTH_MEMORY_MAX_BITS = 65536
```
**flow/constraint.sdc**
```tcl
current_design instruction_memory

set clk_period 2.0
set clk_io_pct 0.2

create_clock -name clk0 -period $clk_period

set non_clock_inputs [all_inputs -no_clocks]
set_input_delay [expr $clk_period * $clk_io_pct] -clock clk0 $non_clock_inputs
set_output_delay [expr $clk_period * $clk_io_pct] -clock clk0 [all_outputs]
```
**flow/design.v**
```verilog
module constant_value_generator #( parameter W=32, VAL=32'd0) (
											  output [W-1:0] o_value  
										);
	assign o_value = VAL;
endmodule
module decoder2x4( input  [1:0] i_data,  
						 output [3:0] o_data	  
						 );
	assign o_data[0] = ~i_data[0] & ~i_data[1];
	assign o_data[1] =  i_data[0] & ~i_data[1];
	assign o_data[2] = ~i_data[0] &  i_data[1];
	assign o_data[3] =  i_data[0] &  i_data[1];
endmodule
module mux2x1 #( parameter W=32 )( 
					  input  [W-1:0] i_data0,	 
					  input  [W-1:0] i_data1, 	 
					  input  sel,					 
					  output [W-1:0] o_data		 
					);
		genvar i;
		generate
		for(i=0;i<W;i=i+1) begin : mux2x1_circuit
			assign o_data[i] = (~sel & i_data0[i]) | (sel & i_data1[i]);
		end
		endgenerate
endmodule
module mux4x1 #( parameter W=32 )( 
					  input  [W-1:0] i_data0,  
					  input  [W-1:0] i_data1,  
					  input  [W-1:0] i_data2,  
					  input  [W-1:0] i_data3,  
					  input  [1:0] sel,		 
					  output [W-1:0] o_data    
					);
	wire [3:0] sel_sig;
	decoder2x4 select_signal(.i_data(sel), .o_data(sel_sig));
		genvar i;
		generate
		for(i=0;i<W;i=i+1) begin : mux4x1_circuit
			assign o_data[i] = (sel_sig[0] & i_data0[i]) | (sel_sig[1] & i_data1[i])
									 | (sel_sig[2] & i_data2[i]) | (sel_sig[3] & i_data3[i]);
		end
		endgenerate
endmodule
module alu #( parameter W=32 )(
				  input  [2:0] i_ALUCtrl,
				  input  [W-1:0] i_SrcA,
				  input  [W-1:0] i_SrcB,
				  output reg [W-1:0] result,
				  output reg CO, OVF, N, Z
				  );
	wire same_sign_ab = i_SrcA[W-1] ~^ i_SrcB[W-1];  
	wire same_sign_ar = i_SrcA[W-1] ~^ result[W-1];  
	always@(i_ALUCtrl, i_SrcA, i_SrcB) begin
	case(i_ALUCtrl)
		3'd0: begin
					{CO, result} <= i_SrcA + i_SrcB;
					OVF <= same_sign_ab & ~same_sign_ar;  
		      end
		3'd1: begin
					{CO, result} <= i_SrcA - i_SrcB;
					OVF <= ~same_sign_ab & ~same_sign_ar;  
				end
		3'd2: result <= i_SrcB;
		3'd3: result <= i_SrcA & (~i_SrcB);
		3'd4: result <= i_SrcA & i_SrcB;
		3'd5: result <= i_SrcA | i_SrcB;
		3'd6: result <= i_SrcA ^ i_SrcB;
		3'd7: result <= ~(i_SrcA ^ i_SrcB);
	endcase
		N <= result[W-1]; 	 
		Z <= (result == 0);   
	end
endmodule
module simple_register #( parameter W=32 )(
							input clk,
							input i_rst,
							input [W-1:0] i_data,
							output reg [W-1:0] o_data
							);
	wire [W-1:0] zero;
	constant_value_generator #(.W(W), .VAL(0)) zero_gen_1 (.o_value(zero) );
	wire [W-1:0] data;
	mux2x1 #(.W(W)) reg_sel(.i_data0(i_data), .i_data1(zero), .sel(i_rst), .o_data(data));
	always@(posedge clk)
		o_data <= data;
endmodule
module register #( parameter W=32 )(
							input clk,
							input i_rst,
							input i_wrt_en,
							input [W-1:0] i_data,
							output reg [W-1:0] o_data
							);
	wire [W-1:0] zero;
	constant_value_generator #(.W(W), .VAL(0)) zero_gen_2 (.o_value(zero) );
	wire [W-1:0] data;
	mux4x1 #(.W(W)) reg_sel(.i_data0(o_data), .i_data1(i_data), .i_data2(zero), .i_data3(zero), .sel({i_rst, i_wrt_en}), .o_data(data));
	always@(posedge clk)
		o_data <= data;
endmodule
module shift_register #( parameter W=32 )(
							input clk,
							input i_rst,
							input i_parallel,
							input i_right,
							input [W-1:0] i_parallel_data,
							input i_serial_rdata, i_serial_ldata,
							output reg [W-1:0] o_data
							);
	wire [W-1:0] serial_shl;
	wire [W-1:0] serial_shr;
	assign serial_shl = {o_data[W-2: 0] ,i_serial_rdata};   
	assign serial_shr = {i_serial_ldata, o_data[W-1: 1]};     
	wire [W-1:0] zero;
	constant_value_generator #(.W(W), .VAL(0)) zero_gen_3 (.o_value(zero) );
	wire [1:0] sel;
	assign sel[0] = i_rst | ((~i_parallel) & i_right);
	assign sel[1] = i_rst | i_parallel;
	wire [W-1:0] data;
	mux4x1 #(.W(W)) reg_sel(.i_data0(serial_shl), .i_data1(serial_shr), .i_data2(i_parallel_data), .i_data3(zero), .sel(sel), .o_data(data));
	always@(posedge clk)
		o_data <= data;
endmodule
module adder #(parameter W=32)(
					input [W-1:0] srcA,
					input [W-1:0] srcB,
					output [W-1:0] result
					);
assign result = srcA + srcB;					
endmodule
module instruction_memory #(parameter W=32)(
									input [W-1:0] i_A,
									output [W-1:0] o_RD
);
reg [W-1:0] memory [0:255];
	integer i;
	initial begin		 
		memory[0]  = 32'b1110_01_011001_0001_0000_000000000000;  	 
		memory[1]  = 32'b1110_01_011001_0010_0001_000000000001;  	 
		memory[2]  = 32'b1110_01_011001_0001_0010_000000000010;  	 
		memory[3]  = 32'b1110_00_010100_0110_0000_00000000_0111;		 
		memory[4]  = 32'b0001_00_000100_0000_0000_00000000_0001;		 
		memory[5]  = 32'b0000_00_000101_0000_0000_00000000_0001;		 
		memory[6]  = 32'b1011_00_001000_0000_0000_00000000_0001;		 
		memory[7]  = 32'b1100_00_001000_0000_0000_00000000_0010;		 
		memory[8]  = 32'b1110_01_011000_0010_0000_000000000100;   	 
		memory[9]  = 32'b1110_00_001000_0010_0000_00000000_0001;		 
		memory[10] = 32'b1110_01_011001_0010_0011_000000000100;  	 
		memory[11] = 32'b1110_00_011010_0000_0011_00011_00_0_0001;	 
		memory[12] = 32'b1110_00_011010_0000_0010_00001_01_0_0011;	 
		memory[13] = 32'b1110_01_011001_0001_0010_000000000101;  	 
		memory[14] = 32'b1110_00_000001_0010_0011_00000000_0001;		 
		memory[15] = 32'b1110_00_011000_0010_0010_00000000_0000;		 
		memory[16] = 32'b1110_00_000101_0011_0010_00000000_0010;		 
		memory[17] = 32'b0000_00_000000_0010_0011_00000000_0001;		 
		memory[18] = 32'b1011_00_000000_0010_0011_00000000_0001;		 
		for(i=19; i<255; i= i+1) begin
			memory[i] = 32'b0;
		end
	end
assign o_RD = memory[i_A[7:0]];
endmodule
module extend( input [11:0] i_imm, 	   
					output [31:0] o_ExtImm  
);
assign o_ExtImm = {20'b0, i_imm};		  
endmodule
module data_memory #(parameter W=32)(
									input clk,
									input i_WE,
									input [W-1:0] i_WD,
									input [W-1:0] i_A,
									output [W-1:0] o_RD
);
reg [W-1:0] memory [0:255];
	integer i;
	initial begin		 
		memory[0] = 32'd15;  	
		memory[1] = 32'd5;  																						
		memory[2] = 32'd0;	  
		memory[2] = 32'd0;	
		memory[3] = 32'd0;	
		memory[4] = 32'd0;
		memory[5] = 32'd0;
		memory[6] = 32'd0;
		memory[7] = 32'd7;
		memory[8] = 32'd0;
		memory[9] = 32'd0;
		memory[10] = 32'h000000AA;
		for(i=11; i<255; i= i+1) begin
			memory[i] = 32'b0;
		end
	end
assign o_RD = memory[i_A[7:0]];
always@(posedge clk)
	if(i_WE)
		memory[i_A[7:0]] <= i_WD;
endmodule
module shifter #(parameter W=32)(
						input [6:0] i_opcode,
						input [W-1:0] i_data,
						output [W-1:0] o_data
);
wire [31:0] shfl [0:31];
wire [31:0] shfr [0:31];
wire [31:0] ashr [0:31];
wire [31:0] ror [0:31];
assign shfl[0] = i_data;
assign shfr[0] = i_data;
assign ashr[0] = i_data;
assign ror[0] = i_data;
genvar i;
generate
for(i=1;i<32;i=i+1) 
begin : shift
	assign shfl[i][31:1] = shfl[i-1][30:0];
	assign shfl[i][0] = 0;
	assign shfr[i][30:0] = shfr[i-1][31:1];
	assign shfr[i][31] = 0;
	assign ashr[i][30:0] = ashr[i-1][31:1];
	assign ashr[i][31] = ashr[i-1][31];
	assign ror[i][30:0] = ror[i-1][31:1];
	assign ror[i][31] = ror[i-1][0];
end
endgenerate
wire [3:0] op_code;
decoder2x4 select_signal(.i_data(i_opcode), .o_data(op_code));
assign o_data = (op_code[0]) ? shfl[i_opcode[6:2]] :
					 (op_code[1]) ? shfr[i_opcode[6:2]] :
					 (op_code[2]) ? ashr[i_opcode[6:2]] :
					 (op_code[3]) ?  ror[i_opcode[6:2]] :
					 32'b0;
endmodule
```
**flow/run.sh**
```bash
#!/bin/bash
# OpenROAD 26Q1-2900-gdf79404cd8, Yosys 0.63+post, stock flow scripts
make -C /OpenROAD-flow-scripts/flow DESIGN_CONFIG=/design/flow/config.mk WORK_HOME=/design/flow/orfs finish
```
==> summary.txt <==
Results of the flow run.

For this run, design rule violations remaining after detail routing come to 0. The number of placed instances, taps included, is between 200 and 250. Entering global routing, the biggest net connects 18 pins. The worst setup path is launched from a primary input.

Measured along the x axis, the die boundary spans 80 um. The largest fanout on the critical path stands at 6. On the critical path, the stage with the largest delay is an instance of sky130_fd_sc_hd__clkdlybuf4s50_1. The count of warnings emitted by yosys stands at 1. The arrival time of data at the critical path endpoint stands at roughly 1.7 ns. For this design the total switching power over the nets is around 0.12 mW. The routed via count stands at just over 1000. The design has 0 sequential cells. The number of global-route vias before repair came to slightly above 900.

The chip area in the Yosys report stands at 766 um^2. Traced cell by cell, the critical path runs through clkdlybuf4s15_1 > or3_4 > a21oi_1 > clkdlybuf4s50_1. The critical path in this run is classified as in2out. Counting distinct cell types in the post-synthesis netlist gives 34. Setup repair after global routing could not meet its margin everywhere. The number of warnings in the stage logs stands at 64. The synthesis report lists the most area-consuming cells as sky130_fd_sc_hd__buf_4 13%, sky130_fd_sc_hd__ha_1 11%, sky130_fd_sc_hd__a21oi_1 9.2%.

The final reports fail on negative setup slack. The area of the mapped netlist stands at roughly 770 um^2. The placement summary gives the final routability congestion estimate as 0.907. The script logs the ratio of routed vias to standard cells as around 4.6. The post-route minimum period stands at ~2.1 ns. The number of failing hold endpoints at the final stage stands at 0.

The script reports the combined buffer and inverter count of the critical path as 2. The maximum resistive drop on vdd stands at roughly 0.000096 V. The floorplan core area stands at roughly 3400 um^2.

Of the cells placed in the final design, the portion with a size suffix greater than 1 is 50.9%. The fraction of power spent switching nets stands at ~47%. The synthesized design spends more area on one cell type than any other, namely sky130_fd_sc_hd__buf_4. In this run the mean area of a mapped cell was 6.60 um^2. STA reports the tightest min-delay check as being of type in2out.

The peak per-stage delay on the critical path stands at roughly 0.48 ns. The synthesized netlist cell count stands at about 120. Per the detailed-route log, wirelength across all metal layers totals approximately 3000 um. Looking at the power breakdown, sequential logic takes 0% of the total. The internal cell power stands at approximately 0.13 mW. The starting density of the core stands at between 20% and 30%. Leaving out filler cells and counting taps, the final layout contains between 200 and 250.

The clock share of power stands at 0%. The final timing report gives a worst setup slack of -0.108 ns. For this run the aggregate overflow at the end of global routing stands at 0.

The final tally of max-slew violations stands at 0. The run finished, with violations left. The hold-critical path depth stands at 5. The end-of-flow timing check tallies setup violations at 5.

Based on the critical path, the design can be clocked at up to around 0.47 GHz. The OpenROAD report gives the critical path a required time of ~1.6 ns. The repair_antennas step left the layout with diodes totalling 0. The area growth from synthesis to final layout stands at 95.9%. The total cells reported by yosys after synthesis stands at roughly 120. The first global-routing pass estimated between 4000 and 5000 um of wire. Ranked by instance count, the synthesized netlist is headed by 14 x sky130_fd_sc_hd__a21oi_1, 13 x sky130_fd_sc_hd__buf_4, 9 x sky130_fd_sc_hd__o21ai_0. The number of routed nets with antenna violations stands at 0. The reported max-cap violation count stands at 0. Cells fill between 40% and 50% of the core in the end. The area share of the largest cell type after synthesis stands at approximately 13%. After synthesis, flip-flops and latches occupy 0% of the total area. The share of the cycle needed by the critical path after routing stands at 105%. The total negative slack stands at -0.309 ns. The first-pass iteration count of the detailed router stands at 4.

The initial antenna violation count stands at 0. For this design the ratio of total power to cell area is 163 nW/um^2. Global routing consumed, over all layers together, about 8% of the routing resources.

The path length in cells of the critical path stands at 4. After filler insertion, the fill cell instance count of the layout stands at between 300 and 400. The leakage component of the power was reported as ~0.70 nW. The floorplan report gives the top-level pin count as about 64. As logged by OpenROAD, the buffers inserted on ports number 29. The area of all sequential standard cells stands at 0 um^2. After legalization and detailed placement, the total HPWL measured between 2000 and 2500 um.

Among all cell types in the netlist, the one instantiated most often is sky130_fd_sc_hd__a21oi_1. The number of violations reported at the end of detailed-routing iteration 0 stands at about 46. The vertical die dimension reported for this design is 80 um. The combinational share of power stands at roughly 100%. The total number of placement rows stands at 21. Clock buffers in the final layout number 0. The overall die size recorded for this design is 6400 um^2. The script logs the mean routed wire length per placed instance as 13.7 um. Among cell families on the critical path, the largest total delay comes from buffers and inverters. STA classifies the critical path endpoint as an output port.
[metrics by stage]
stage / area, um^2 / total power [mW] / setup WS, ns / hold WS (ns)
global route: 1500 / 0.263 / -0.142 / 1.34
CTS: 1360 / 0.212 / -0.188 / 1.31
finish: 1500 / 0.244 / -0.108 / 1.30
global placement: 1190 / 0.178 / -0.697 / 1.93
floorplan: 803 / 0.108 / 0.125 / 0.907
detailed placement: 1190 / 0.178 / -0.688 / 1.93
[power by group through the flow]
stage	combinational (mW)	clock, mW	sequential (mW)
CTS	0.212	0	0
finish	0.244	0	0
global route	0.263	0	0
[cell usage in the layout (no fill, tap or decap), drive strengths merged, types with 2 or more instances in the layout]
cell / synthesis / layout
conb: 1 / 11
a21oi: 14 / 14
clkdlybuf4s50: 0 / 6
inv: 4 / 4
nand2: 8 / 8
nand3: 7 / 7
a31oi: 4 / 4
clkdlybuf4s15: 0 / 3
a21o: 5 / 5
ha: 7 / 7
dlymetal6s2s: 0 / 3
dlygate4sd2: 0 / 9
nor3: 4 / 4
o21ai: 9 / 9
nor2b: 4 / 4
nand3b: 2 / 2
clkbuf: 1 / 2
nor2: 6 / 6
or3: 2 / 3
buf: 21 / 43
nand2b: 5 / 5
a221oi: 2 / 2
or2: 3 / 3
[repair_timing]
item | 4_1_cts | 5_1_grt
gates resized | 81 | 30
pin swaps | 13 | 8
cloned | 2 | 0
setup endpoints to repair | 21 | 14
buffers inserted | 5 | 6
hold buffers | 0 | 0
[cell families (layout without fill, tap and decap cells)]
| kind of cell | after synthesis | after routing | synth area share, % |
|---|---|---|---|
| adder cells (fa/ha/maj) | 7 | 7 | 11.4 |
| AND/OR/NAND/NOR | 43 | 44 | 31.0 |
| AND-OR/OR-AND | 37 | 37 | 31.4 |
| other | 1 | 11 | 0.490 |
| multiplexers | 2 | 2 | 2.78 |
| buffers and inverters | 26 | 70 | 22.9 |
[worst paths after layout]
path / endpoint / slack [ns] / startpoint
max: o_RD[16] / -0.11 / i_A[6]
min: o_RD[28] / 1.30 / i_A[3]
[per-layer routing]
layer  vias up  track usage [%]  routed length, um
met5         -                0                  0
met4         0            0.704                  0
met3         0            0.795                153
met2        26             12.9               1440
met1       480             12.1               1380
li1        500                -                  -
[layout make-up]
type	instances	area (um^2)	share of cell area, %
Inverter	4	25.0	1.67
Multi-Input combinational cell	101	818	54.5
Tap cell	46	57.6	3.84
Timing Repair Buffer	66	599	39.9
No activity file was given, so power comes from the tool's default toggle rates.
